### flow/config.mk
export PLATFORM = sky130hd
export DESIGN_NAME = m1crypto
export DESIGN_NICKNAME = m1crypto
export VERILOG_FILES = /design/flow/design.v
export SDC_FILE = /design/flow/constraint.sdc
export NUM_CORES = 4
export LEC_CHECK = 1
export CORE_UTILIZATION = 50
### flow/constraint.sdc
current_design m1crypto

set clk_period 2.8
set clk_io_pct 0.2

create_clock -name clk0 -period $clk_period [get_ports {sysclk}]

set non_clock_inputs [all_inputs -no_clocks]
set_input_delay [expr $clk_period * $clk_io_pct] -clock clk0 $non_clock_inputs
set_output_delay [expr $clk_period * $clk_io_pct] -clock clk0 [all_outputs]
### flow/design.v
module m1filter( 
    input [19:0] in,
    output wire out
);
wire [15:0] fan = 16'h9e98;
wire [15:0] fbn = 16'hb48e;
wire [31:0] fcn = 32'hec57e80a;
wire bit4 = fan >> in[19:16];
wire bit3 = fbn >> in[15:12];
wire bit2 = fan >> in[11:8];
wire bit1 = fan >> in[7:4];
wire bit0 = fbn >> in[3:0];
wire [4:0] sel = {bit4, bit3, bit2, bit1, bit0};
assign out = fcn[sel];
endmodule
module m1crypto(
    input sysclk,
    input resetn,
    input [47:0] key,
    input load_key,
    input ser_in,
    input start,
    input fb,
    output reg  trx_ks,
    output wire trx_fout
);
wire ks;
reg [47:0] lfsr;
wire  linear_feedback = lfsr[0] ^ lfsr[5] ^ lfsr[9] ^ lfsr[10] ^ lfsr[12] ^
                        lfsr[14] ^ lfsr[15] ^ lfsr[17] ^ lfsr[19] ^ lfsr[24] ^
                        lfsr[25] ^ lfsr[27] ^ lfsr[29] ^ lfsr[35] ^ lfsr[39] ^
                        lfsr[41] ^ lfsr[42] ^ lfsr[43];
always@(posedge sysclk or negedge resetn)
    if(~resetn) begin
        lfsr <= 0;
        trx_ks <= 1'b0;
    end else begin
        if (start) begin
            lfsr <= { linear_feedback ^ ser_in ^ (fb & ks), lfsr[47:1]};                 
            trx_ks <= ks;
        end
        if(load_key) begin
            lfsr <= {key[7:0], key[15:8], key[23:16], key[31:24],key[39:32], key[47:40]};
        end 
    end
wire [19:0] filter_in = { lfsr[47], lfsr[45], lfsr[43], lfsr[41],
                          lfsr[39], lfsr[37], lfsr[35], lfsr[33],
                          lfsr[31], lfsr[29], lfsr[27], lfsr[25],
                          lfsr[23], lfsr[21], lfsr[19], lfsr[17],
                          lfsr[15], lfsr[13], lfsr[11], lfsr[9]
                        };
m1filter filter0 (
        .in(filter_in),
        .out(ks)
);
assign trx_fout = ks;
endmodule
### flow/run.sh
#!/bin/bash
# OpenROAD 26Q1-2900-gdf79404cd8, Yosys 0.63+post, stock flow scripts
make -C /OpenROAD-flow-scripts/flow DESIGN_CONFIG=/design/flow/config.mk WORK_HOME=/design/flow/orfs finish
==> run notes <==
Quick summary of the implementation run below.

The final setup violation count is 0. The final count of pins violating max slew came out at 0. The slew at the pin closest to its max-slew limit is 0.7745 ns. The floorplan has 26 rows.

The post-synthesis share of cell area spent on and, or, nand and nor gates came out at 0.1013. Summed over all routing layers, the global router reports a total usage of 0.2014. The logs give a warning total of 29. The post-synth tally of flip-flops with integrated enable is 0. The synthesized cell area is around 2700 um^2. The global placer's final weighted congestion came out at 0.7573. Looking at the clock tree report, the H-tree level count equals 2. The DRC marker count from the first detailed-route iteration came out at 43.

The fraction of the cycle the final worst path needs came out at 0.8689. The proportion of synthesized chip area in sequential cells is 0.4594. The wire length of the first global-routing pass is 8.473 mm.

The overall die size recorded for this design is 5634 um^2. The final worst clock skew came out at 0.004615 ns. In this run the clock root is driven by a sky130_fd_sc_hd__clkbuf_8. According to the dpl log, the detail-placed design has an HPWL of approximately 3.5 mm. The synthesis area per yosys is 2669 um^2. The detail route stage leaves a number of antenna-violating nets equal to 0. Setup repair after global routing left no endpoint under its margin.

The flow ran to the end, and the final reports show no timing, DRC or antenna violations. The met3 wirelength from detailed routing is 221 um. The total area of multi-input combinational cells is 1379 um^2. The share of final-layout standard cells stronger than drive strength 1 came out at 0.08050. Per the Yosys statistics, synthesis produced around 270 cells. The layout overhead on the synthesized area came out at 28.60%. The number of global-route vias before repair is 1,879. The pre-CTS setup slack came out at ~0.26 ns. The vias per cell came out at 5.158. In this run, the synthesized area fraction spent on xor and xnor cells is recorded as 0.06751. The peak supply drop came out at around 270 uV. The die height is 75.06 um.

Leaving out filler cells and counting taps, the final layout contains between 300 and 400. The worst setup path is captured at a primary output. The average detailed-routed wire length per instance is 12.71 um. The sink count of the clock tree is 49. After synthesis, the mean cell area works out to 9.884 um^2. Detailed routing placed a total of roughly 2.2 mm of wire on met2. In the post-synthesis netlist, the biggest area contributors are sky130_fd_sc_hd__dfrtp_1 46%, sky130_fd_sc_hd__mux2i_1 18%, sky130_fd_sc_hd__o21ai_0 8.8%. The detailed-route DRC error count is 0. The initial standard-cell utilization of the core is 0.5192.

The first-pass detailed-route iteration total is 4. The worst max-slew margin expressed relative to the limit came out at 0.4837. The largest buffer count on any clock path came out at 2. Counting endpoints that fail hold in the final report gives 0.

The time the final worst path needs with I/O delays and setup is 2.433 ns. The later pin in the worst-skew pair is clocked with a latency of about 0.29 ns. Checking hold timing, the worst path is listed with class in2async. The highest achievable clock rate is 411.0 MHz.

The final critical-path setup slack is about 0.37 ns. The initial antenna violation count came out at 0. The data arrival time of the critical path is 1.87 ns. The sum of overflow across all layers after global routing came out at 0. The port buffer count came out at 55. The share of Yosys cell area claimed by the top area cell type came out at 0.4594. Summed over all instances, the cell type with the most area after synthesis is sky130_fd_sc_hd__dfrtp_1. The floorplan core area came out at 5140 um^2.

The post-synthesis adder-cell area fraction came out at 0.02813. The area fraction in mux cells came out at 0.1805. By area, the combinational part of the netlist is dominated by multiplexers. The floorplan report gives the top-level pin count as 56. The setup total negative slack came out at 0 ns.

The static leakage is roughly 0.0016 uW. The number of cells in the design after placement is 382. The diode insertion count for antenna repair came out at 0. Per the post-CTS timing run, clock transition at the registers of the reported paths is ~0.08 ns. Counting distinct cell types in the post-synthesis netlist gives 30.

The synthesized design contains 49 register bits. The horizontal die size came out at between 70 and 80 um. The flow reported a cell area power density of 532.1 nW/um^2. The wire length the detailed router placed on met1 came out at 2.544 mm. The required time of the worst setup path came out at 2.24 ns. The gate count after technology mapping came out at between 200 and 300.

The footprint of the flip-flops and latches is 1230 um^2. The maximum number of pins on one net before global-route repair is ~53. Per the detailed-route log, wirelength across all metal layers totals 4.995 mm. TritonCTS built the clock tree. Per the detail_route log, the uppermost layer with routed signals is met4. Post-synth the commonest register cell is sky130_fd_sc_hd__dfrtp_1. For reference, the most critical setup path is categorized as reg2out. The largest fanout on the critical path is 5. Across the run, the number of max-cap violations was 0. The share of synthesized cell area in and-or and or-and compound cells came out at 0.1294. The detailed-route via count came out at 2,027. The synthesis report gives the async set-or-reset register share as 1.000. The final core utilization came out at 0.6677. STA classifies the critical path startpoint as a flop.

The clock buffer count from CTS is 5. The warning tally printed by Yosys for this design is 1. Counting the fill cells in the layout gives 436.
## stage by stage
| step | cell area [um^2] | hold WS [ns] | power, uW |
|---|---|---|---|
| after floorplan | 2669 | 0.2644 | 1219 |
| after global placement | 3283 | 0.5008 | 1403 |
| after detailed placement | 3283 | 0.4994 | 1408 |
| after CTS | 3398 | 0.3270 | 1831 |
| after global routing | 3432 | 0.3519 | 1951 |
| final | 3432 | 0.3100 | 1826 |
## path summary, 6_finish.rpt
path                          start  slack, ns  endpoint  cells after the start
max                        lfsr[27]       0.37  trx_fout                      7
min in group clk0            trx_ks       0.52    trx_ks                      1
min                          resetn       0.31   lfsr[4]                      1
min reg2reg                  trx_ks       0.52    trx_ks                      1
max reg2reg                lfsr[19]       0.92  lfsr[47]                      9
max in group asynchronous    resetn       1.77  lfsr[17]                      2
## state kept, by name, indices dropped and copies added, names as in the netlist
signal / count
lfsr: 48
trx_ks: 1
## Yosys cell counts (3+ instances only)
cell type                  instances
sky130_fd_sc_hd__and2_1            3
sky130_fd_sc_hd__dfrtp_1          49
sky130_fd_sc_hd__nand2b_1          4
sky130_fd_sc_hd__nor2_1            3
sky130_fd_sc_hd__ha_1              6
sky130_fd_sc_hd__o31ai_1           3
sky130_fd_sc_hd__mux2i_1          47
sky130_fd_sc_hd__o21ai_0          47
sky130_fd_sc_hd__inv_1             7
sky130_fd_sc_hd__xnor2_1          16
sky130_fd_sc_hd__nand2_1          48
sky130_fd_sc_hd__clkbuf_1         16
## critical path, cell delays in order (launching register included)
cell and delay [ns]:
sky130_fd_sc_hd__dfrtp_2 0.41, sky130_fd_sc_hd__inv_1 0.05, sky130_fd_sc_hd__ha_1 0.26, sky130_fd_sc_hd__nand2b_1 0.14
sky130_fd_sc_hd__o31ai_4 0.09, sky130_fd_sc_hd__a221o_1 0.35, sky130_fd_sc_hd__o211a_1 0.16, sky130_fd_sc_hd__dlymetal6s2s_1 0.13
## report_power, final
part	leakage [uW]	internal, uW	total [uW]	switching (uW)
Combinational	0.000931	323	543	220
Sequential	0.000592	795	875	80.9
Clock	0.0000443	196	408	211
Total	0.00157	1310	1830	512
## cell type report
| class | count | area share |
|---|---|---|
| multi-input cells | 197 | 0.4017 |
| flip-flops and latches | 49 | 0.3584 |
| repair buffers | 63 | 0.1816 |
| well taps | 70 | 0.02552 |
| clock buffers | 7 | 0.02515 |
| inverters | 7 | 0.007656 |
## repair_timing
item                                    in CTS  in global routing
endpoints found under the setup margin       1                  1
pin swaps                                    0                  2
setup buffers                                3                  1
hold buffers                                 0                  0
gates resized                                2                  7
## metal layers
metal  up-vias  track usage
met1       942       0.3263
li1       1035            -
met4         0      0.02306
met3         4      0.03121
met2        46       0.3103
met5         -            0
## cells in the final DEF (no fill, tap or decap), types with 2 or more instances in the layout
| cell | instances |
|---|---|
| sky130_fd_sc_hd__nor2_1 | 3 |
| sky130_fd_sc_hd__mux2i_1 | 47 |
| sky130_fd_sc_hd__xnor2_1 | 16 |
| sky130_fd_sc_hd__and2_1 | 2 |
| sky130_fd_sc_hd__clkbuf_8 | 6 |
| sky130_fd_sc_hd__a21oi_1 | 2 |
| sky130_fd_sc_hd__o21ai_0 | 47 |
| sky130_fd_sc_hd__nor3b_1 | 2 |
| sky130_fd_sc_hd__nand2_1 | 48 |
| sky130_fd_sc_hd__ha_1 | 6 |
| sky130_fd_sc_hd__dfrtp_2 | 3 |
| sky130_fd_sc_hd__clkdlybuf4s50_1 | 51 |
| sky130_fd_sc_hd__xor2_1 | 2 |
| sky130_fd_sc_hd__buf_12 | 2 |
| sky130_fd_sc_hd__buf_4 | 6 |
| sky130_fd_sc_hd__dfrtp_1 | 46 |
| sky130_fd_sc_hd__buf_2 | 3 |
| sky130_fd_sc_hd__o31ai_2 | 2 |
| sky130_fd_sc_hd__nand2b_1 | 4 |
| sky130_fd_sc_hd__inv_1 | 7 |
## kinds of logic after synthesis
kind of cell	after synthesis
AND/OR/NAND/NOR	63
AND-OR/OR-AND	61
flip-flops	49
multiplexers	48
buffers and inverters	24
XOR/XNOR	19
adder cells (fa/ha/maj)	6
No activity file was given, so power comes from the tool's default toggle rates.
